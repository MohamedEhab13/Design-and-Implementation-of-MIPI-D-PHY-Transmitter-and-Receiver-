==> design.v <==
module PRBS_9 (
 input  wire       Clk, 
 input  wire       TxRst,
 input  wire       Enable,
 output wire [7:0] PRBS_Pattern
 );
reg [8:0] lfsr;
wire feedback;
assign feedback = lfsr[8] ^ lfsr[4];   
  always @(posedge Clk or posedge TxRst) begin
    if (TxRst)
        lfsr <= 9'b011111111;   
    else if (Enable)
      lfsr <= {lfsr[7:0], feedback};   
end 
 assign PRBS_Pattern = lfsr;
endmodule
==> run.sh <==
#!/bin/bash
# OpenROAD 26Q1-2900-gdf79404cd8, Yosys 0.63+post, stock flow scripts
make -C /OpenROAD-flow-scripts/flow DESIGN_CONFIG=/design/flow/config.mk WORK_HOME=/design/flow/orfs finish
==> config.mk <==
export PLATFORM = sky130hd
export DESIGN_NAME = PRBS_9
export DESIGN_NICKNAME = PRBS_9
export VERILOG_FILES = /design/flow/design.v
export SDC_FILE = /design/flow/constraint.sdc
export NUM_CORES = 4
export LEC_CHECK = 1
export CORE_AREA = 10 10 70 70
export DIE_AREA = 0 0 80 80
==> constraint.sdc <==
current_design PRBS_9

set clk_period 1.2
set clk_io_pct 0.2

create_clock -name clk0 -period $clk_period [get_ports {Clk}]

set non_clock_inputs [all_inputs -no_clocks]
set_input_delay [expr $clk_period * $clk_io_pct] -clock clk0 $non_clock_inputs
set_output_delay [expr $clk_period * $clk_io_pct] -clock clk0 [all_outputs]
==> run summary <==
fresh numbers from the pnr run: initial antenna violation count 0, CP Cell Sequence buf_2, FFs w/ async S/R, synth 1.00, Critical Path AT 0.88 ns, Pleak 0.277 nW, Top Registers lfsr (9), first-pass GRT wire length 1.24 mm, Yosys Warn Count 1, Crit Path Class register to output pin, RR Endpoint lfsr[0]$_DFFE_PP1P_, Fmax 0.892 GHz, Hold Violations, Final 0, antenna viol nets, final 0, overall power 0.00150 W, Final period util 0.934, Main synth FF type dfstp_2, CTS tree done, Syn Inst Count 30, Top Layer Used met4, Reg2Reg Depth 3, max incr delay on CP 0.54 ns, yosys cell count 30, DR WL met3 59 um, number of global-route vias before repair 256, Vias/cell 2.75, Post-synth regs 9, Max-Cap Viols 0, routability cong. 0.678, Top cells by area dfstp_2 47%, mux2_4 27%, buf_4 13%, Layout Skew 0.00112 ns, Routed WL 779 um, P per Cell Area 2490 nW/um2, Chip Area 6400 um2, yosys synthesis chip area 448 um2, area leader, netlist dfstp_2, met2 routed WL 301 um, number of synthesized flops with an enable pin 0, WL/cell 8.47 um, worst hold path type primary input to asynchronous set/reset pin, clk latency late pin 0.25 ns, status finished clean, Synth top cells by count 8 x buf_4, 8 x dfstp_2, 8 x mux2_4, Root Driver clkbuf_4, CTS sink count 9, Die Y-Extent 80 um, drt drc 0, layout cell share with drive strength beyond 1 0.826, RSZ-0062 raised after global routing false, Final Max Tran Viols 0, antenna fix cells 0, number of DRC markers in iteration 0 3, Crit path required time 0.96 ns, CTS H-tree depth 1, most flop-heavy register lfsr, CP top delay family flip-flops, CTS buffer count 3, cts hold-fix bufs 0, HPWL after detailed placement 664 um, Slew headroom 0.789, Log Warnings 25, Critical Path Fanout Max 2, library cells used by synthesis 9, Die X 80 um, area grow syn2layout 34.6%, Netlist Area Pre-Place 448 um2, core area 3420 um2, CP Launch Type register, clock-pin slew on the worst setup and hold paths 0.06 ns, Seq share, synth 0.525, crit end category output pin, Max-area cell share 0.469, Area after DPL 609 um2, Port Buf Inserts 10, Finished Cell Area 603 um2, overall global routing resource usage 0.0254, setup slack, reg-to-reg 0.28 ns, Avg Cell Area, Syn 14.9 um2, First-pass DRT Iterations 2, Final Util 0.177, vias 253, Slowest cell on crit path dfstp_2, launch point of the worst reg-to-reg path lfsr[4]$_DFFE_PP1P_, worst vdd ir 0.000937 V, clock tree buffer depth 2, largest net degree at the start of global routing 10, max FFs per register 9, Slew @ Worst Pin 0.315 ns, Worst Path Buf+Inv 1, # IOs 11, GRT overflow 0, final setup fails 0, site row count 21, Starting Density 0.131, met1 WL 413 um, fin crit period 1.12 ns
[cells in the final DEF, fill, tap and decap left out]
| cell type | n |
|---|---|
| nor2_1 | 1 |
| clkbuf_4 | 3 |
| clkdlybuf4s50_1 | 2 |
| xnor2_1 | 1 |
| buf_2 | 8 |
| clkbuf_1 | 1 |
| a21oi_1 | 1 |
| dfstp_2 | 8 |
| dfrtp_1 | 1 |
| mux2_4 | 8 |
| buf_4 | 11 |
| inv_1 | 1 |
[what timing repair did]
item	CTS	global route
setup buffers	1	0
gates resized	25	0
setup endpoints to repair	8	0
[how the worst max path moves through the flow]
stage | endpoint | start | cells past startpoint | slack (ns)
6_report | PRBS_Pattern[6] | lfsr[6]$_DFFE_PP1P_ | 1 | 0.08
4_1_cts | PRBS_Pattern[6] | lfsr[6]$_DFFE_PP1P_ | 1 | 0.06
5_1_grt | PRBS_Pattern[6] | lfsr[6]$_DFFE_PP1P_ | 1 | 0.04
[layout make-up]
class	instances	area, um2
clock buffers	4	26.3
fillers	389	2810
inverters	1	3.75
multi-input cells	11	138
flip-flops and latches	9	235
well taps	46	57.6
repair buffers	21	143
[metal layers]
| metal | up-vias | GRT usage |
|---|---|---|
| met5 | - | 0 |
| met4 | 0 | 0.00352 |
| met3 | 2 | 0.0170 |
| met2 | 9 | 0.0329 |
| met1 | 116 | 0.0345 |
| li1 | 126 | - |
[report_power, final]
part           switching (W)  internal, W  leakage (nW)
logic               0.000175     0.000475         0.166
clock network      0.0000923     0.000127        0.0150
registers          0.0000804     0.000554        0.0958
total               0.000348      0.00116         0.277
[metrics by stage]
step                TNS, ns  instances  hold slack [ns]  worst slack (ns)
floorplan                 0         30           0.0622             0.339
global placement     -0.881         87            0.513            -0.100
detailed placement   -0.900         87            0.518           -0.0991
CTS                       0         92            0.253            0.0599
global route              0         92            0.259            0.0377
finish                    0         92            0.245            0.0788
[cells by family (layout without fill, tap and decap cells)]
logic type | Yosys count | in the layout | share of synthesized area
buffers and inverters | 10 | 26 | 0.168
AND-OR/OR-AND | 1 | 1 | 0.0112
XOR/XNOR | 1 | 1 | 0.0196
AND/OR/NAND/NOR | 1 | 1 | 0.00837
multiplexers | 8 | 8 | 0.268
flip-flops | 9 | 9 | 0.525
No activity file was given, so power comes from the tool's default toggle rates.
